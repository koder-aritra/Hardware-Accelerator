==> flow/design.v <==
`timescale 1ns / 1ps
module weight_memory #(parameter M_ROW = 9, parameter M_COL = 9 )(
    input M_AXI_ACLK,
    input M_AXI_ARESETN,
    input init_txn_pulse,
    input M_AXI_RVALID,
    input axi_rready,
    input [31:0] M_AXI_RDATA,
    input read_array_b,
    input [7:0] read_index_b,
    input systolic_array_start,
    output reg [M_ROW*32-1:0] wt_data,
    output reg systolic_array_done
);
reg [31:0] array_b [0:M_ROW - 1] [0:M_ROW - 1];  
integer row, col;
reg [7:0] col_counter;
always @(posedge M_AXI_ACLK) begin
    if (M_AXI_ARESETN == 0 || init_txn_pulse == 1'b1) begin
        for (row = 0; row < M_ROW; row = row + 1) begin
            for (col = 0; col < M_ROW; col = col + 1) begin
                array_b[row][col] <= 0;
            end
        end
        col_counter <= 0;
        systolic_array_done <= 0;
    end
    else if (M_AXI_RVALID && axi_rready) begin
        if (read_array_b) begin
            array_b[read_index_b / M_COL][read_index_b % M_COL] <= M_AXI_RDATA;
        end
    end
    else if (systolic_array_start) begin
        if (col_counter < M_COL) begin
            wt_data <= 0;
            for (row = 0; row < M_ROW; row = row + 1) begin
                wt_data <= {wt_data, array_b[row][col_counter]};
            end
            col_counter <= col_counter + 1;
        end
        else begin
            systolic_array_done <= 1;
        end
    end
end
endmodule
==> flow/run.sh <==
#!/bin/bash
# OpenROAD 26Q1-2900-gdf79404cd8, Yosys 0.63+post, stock flow scripts
make -C /OpenROAD-flow-scripts/flow DESIGN_CONFIG=/design/flow/config.mk WORK_HOME=/design/flow/orfs finish
==> flow/config.mk <==
export PLATFORM = sky130hd
export DESIGN_NAME = weight_memory
export DESIGN_NICKNAME = weight_memory
export VERILOG_FILES = /design/flow/design.v
export SDC_FILE = /design/flow/constraint.sdc
export NUM_CORES = 4
export LEC_CHECK = 1
export CORE_UTILIZATION = 40
==> flow/constraint.sdc <==
current_design weight_memory

set clk_period 218.3
set clk_io_pct 0.2

create_clock -name clk0 -period $clk_period [get_ports {M_AXI_ACLK}]

set non_clock_inputs [all_inputs -no_clocks]
set_input_delay [expr $clk_period * $clk_io_pct] -clock clk0 $non_clock_inputs
set_output_delay [expr $clk_period * $clk_io_pct] -clock clk0 [all_outputs]
==> results.cfg <==
; implementation run metrics
[power_and_ir_drop]
vdd_drop_max_mv = 0.0159
p_sw_w = 0.000620
p_leak_nw = 63.9
p_clk_share_pct = 35.9
internal_power_w = 0.00144
switching_share_pct = 30.1
power-per-cell-area_mw_per_mm2 = 9.84
pwr-share-seq_pct = 46.8
combinationalPowerShare_pct = 17.3

[placement]
dp_hpwl_mm = 326
port-buffer-count = 335
place_congestion = 0.885

[critical_path]
critPathKind = in -> reg
rrSetupSlack_ns = 211.32
cp-start-kind = input port
crit_slowest_cell = buf_4
worstSetupEndpointType = flop
worst_ep_arrival_time_ns = 55.69
path_max_fanout = 76
slowest_delay_ns = 0.75
cpMostUsedCell = ha_1
worstPathRequired_ns = 218.99

[clocking]
clk_pin_slew_ns = 0.06
cts_resized = 0
hold_buffers = 0
clock_latency_ns = 1.04
cts_sinks = 4393
cts_buffer_depth = 4
cts_post_setup_buffers_inserted = 0
clockRootBuffer = clkbuf_16
numCtsBuffers = 435
cts-htree-levels = 5
cts_tree = yes

[hold_path]
hp-class = reg -> reg

[drt]
remaining_drc_errors = 0
drtIter0Drc = 6433
wl_per_cell_um = 33.1
ant_nets = 0
drt_wl_total_mm = 549
vias = 99200
viasPerCell = 5.98
firstDrtPassIters = 22

[final_timing]
min_period_ns = 55.00
finalMaxSlewViolations = 0
hold_ws_ns = 0.438
rsz0062_at_grt = no
fin_setup_tns_ns = 0
fmax_ghz = 0.0182
final-setup-viol-count = 0
skew_ns = 0.0683
fin_crit_sh_pct = 25.2
tightestPinTransition_ns = 0.966
relSlewSlack_pct = 35.6
hold_violations = 0

[floorplanning]
coreArea_mm2 = 0.460
chipArea_mm2 = 0.464
rows = 249
die_x_um = 681
die_h_um = 681
ioPinCount = 336
fp_util_pct = 40.1

[logic_synthesis]
ys_top_cells_by_area = edfxtp_1, mux4_2, nor3_1
ys_cells = 10000
yosysTopAreaCell = edfxtp_1
yosys_area_mm2 = 0.185
flop_cell = edfxtp_1
synth_top_area_share_pct = 71.3
postSynthCellCount = 10000
edf_count = 4384
synth_cell_type_count = 76
ys_seq_elements = 4393
synth_area_mm2 = 0.185
ys_warn_count = 1
postSynthSeqShare_pct = 71.4
synth_area_per_cell_um2 = 18.4
async_flop_share_pct = 0

[status]
outcome = finished, final reports clean

[flow_run]
cap_violations = 0
warning_count = 44

[grt]
grt_pass1_wl_mm = 785
overflow = 0
antenna_found_initial = 44
track_usage_pct = 26.2
grt_max_degree = 177
grt_pass1_vias = 108000

[final_layout]
area_growth_pct = 13.5
drive_gt1_share_pct = 28.0
final_common_cell = edfxtp_1
layout_top_cells_excl_fill_tap = edfxtp_1, nor3_1, mux4_2
## cell usage after synthesis (5+ instances only)
cell type	number
edfxtp_1	4384
nor3_1	2381
mux4_2	1340
clkbuf_1	688
buf_2	331
nor3_2	259
buf_1	125
o21ai_0	91
nor2_1	50
nand2_1	35
mux2_2	34
inv_2	33
a21oi_1	23
buf_6	23
ha_1	19
inv_1	14
mux2i_1	13
xnor2_1	13
nand3_1	11
nand2b_1	10
dfxtp_1	9
buf_4	8
xor2_1	8
and2_1	7
nor4_1	7
a31oi_1	6
and3_1	5
nor2b_1	5
or3_1	5
## power by group through the flow
| stage | combinational (W) | clock, W | sequential (W) |
|---|---|---|---|
| after CTS | 0.000352 | 0.000750 | 0.000964 |
| after global routing | 0.000377 | 0.000781 | 0.000967 |
| final | 0.000357 | 0.000741 | 0.000964 |
## cells by family after synthesis
| logic type | Yosys count | synth area share (%) |
|---|---|---|
| mux | 1387 | 16.6 |
| compound gates | 174 | 0.601 |
| simple gates | 2791 | 8.27 |
| flops | 4393 | 71.4 |
| xor+xnor | 23 | 0.117 |
| buf+inv | 1223 | 2.82 |
| fa+ha+maj | 22 | 0.161 |
## worst paths after layout
check,start,to,depth (start not counted)
worst max-delay path,read_index_b[5],array_b[15][25],39
worst min register to register,wt_data[158],wt_data[190],0
worst min-delay path,wt_data[158],wt_data[190],0
worst max register to register,col_counter[0],wt_data[23],11
## metal layers
layer / part of all wire [%] / vias up / wire [um] / GRT usage [%]
li1: - / 41200 / - / -
met1: 30 / 49700 / 163000 / 29.2
met2: 46 / 7107 / 251000 / 36.9
met3: 20 / 1068 / 109000 / 22.9
met4: 4.4 / 58 / 24300 / 8.60
met5: 0.15 / - / 814 / 0.760
## per-stage QoR
stage	total power, W	std cells	setup slack [ns]	utilization [%]	instance area, um^2
finish	0.00206	16600	163.30	45.6	210000
global route	0.00212	16600	162.33	45.6	210000
CTS	0.00207	16600	163.55	45.6	210000
detailed placement	0.00133	15800	162.55	42.5	196000
global placement	0.00132	15800	162.28	42.5	196000
floorplan	0.00122	10000	164.59	-	185000
## worst max-delay path, delay by kind of cell
kind,cells,cell delay (ns)
XOR/XNOR,3,1.27
buffers and inverters,8,3.49
multiplexers,1,0.17
AND-OR/OR-AND,11,2.96
AND/OR/NAND/NOR,10,2.12
adder cells (fa/ha/maj),6,1.85
## state kept, by name, summed over array words and instances, names as in the netlist
| name | cells |
|---|---|
| wt_data | 288 |
| col_counter | 8 |
| array_b | 4096 |
| systolic_array_done | 1 |
## area by class of cell
| cell class | instances | area [um^2] |
|---|---|---|
| clock buffers | 525 | 11300 |
| multi-input cells | 4397 | 49000 |
| clock inverters | 275 | 2620 |
| well taps | 6149 | 7690 |
| inverters | 48 | 223 |
| diodes | 9 | 22.5 |
| repair buffers | 792 | 6860 |
| fillers | 37900 | 250000 |
| flip-flops and latches | 4393 | 132000 |
No activity file was given, so power comes from the tool's default toggle rates.
