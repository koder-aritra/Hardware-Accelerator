--- design/flow/run.sh ---
#!/bin/bash
# OpenROAD 26Q1-2900-gdf79404cd8, Yosys 0.63+post, stock flow scripts
make -C /OpenROAD-flow-scripts/flow DESIGN_CONFIG=/design/flow/config.mk WORK_HOME=/design/flow/orfs finish
--- design/flow/config.mk ---
export PLATFORM = sky130hd
export DESIGN_NAME = input_memory
export DESIGN_NICKNAME = input_memory
export VERILOG_FILES = /design/flow/design.v
export SDC_FILE = /design/flow/constraint.sdc
export NUM_CORES = 4
export LEC_CHECK = 1
export CORE_UTILIZATION = 30
--- design/flow/constraint.sdc ---
current_design input_memory

set clk_period 174.4
set clk_io_pct 0.2

create_clock -name clk0 -period $clk_period [get_ports {M_AXI_ACLK}]

set non_clock_inputs [all_inputs -no_clocks]
set_input_delay [expr $clk_period * $clk_io_pct] -clock clk0 $non_clock_inputs
set_output_delay [expr $clk_period * $clk_io_pct] -clock clk0 [all_outputs]
--- design/flow/design.v ---
module input_memory #(parameter M_ROW = 9, parameter M_COL = 9 )(
    input M_AXI_ACLK,
    input M_AXI_ARESETN,
    input init_txn_pulse,
    input M_AXI_RVALID,
    input axi_rready,
    input [31:0] M_AXI_RDATA,
    input read_array_a,
    input [7:0] read_index_a,
    input systolic_array_start,
    output reg [M_COL*32-1:0] in_data,
    output reg systolic_array_done
);
reg [31:0] array_a [0:M_COL - 1] [0:M_COL - 1];  
integer row, col;
reg [7:0] row_counter;
always @(posedge M_AXI_ACLK) begin
    if (M_AXI_ARESETN == 0 || init_txn_pulse == 1'b1) begin
        for (row = 0; row < M_COL; row = row + 1) begin
            for (col = 0; col < M_COL; col = col + 1) begin
                array_a[row][col] <= 0;
            end
        end
        row_counter <= 0;
        systolic_array_done <= 0;
    end
    else if (M_AXI_RVALID && axi_rready) begin
        if (read_array_a) begin
            array_a[read_index_a / M_COL][read_index_a % M_COL] <= M_AXI_RDATA;
        end
    end
    else if (systolic_array_start) begin
        if (row_counter < M_ROW) begin
            in_data <= 0;
            for (col = 0; col < M_COL; col = col + 1) begin
                in_data <= {in_data, array_a[row_counter][col]};
            end
            row_counter <= row_counter + 1;
        end
        else begin
            systolic_array_done <= 1;
        end
    end
end
endmodule
==> notes.md <==
Results of the run.

The H-tree generated during clock tree synthesis spans 5 levels. The iteration count of the initial detailed-routing pass is 5. The final report lists the setup-violating endpoint count as 0. The routed design has 563000 um of wire.

The worst setup path is launched from an input pin. The area added between synthesis and finish is 14.8%. In this build the clock could be raised as far as 20.8 MHz.

Per the synth log, the flip-flop and latch total comes to 4393. The dominant cell by count in the synthesized netlist is sky130_fd_sc_hd__edfxtp_1. For the worst min-delay path, the startpoint reported by OpenROAD is in_data[133]. In this run the vertical extent of the chip is 786 um. Among cell families on the critical path, the largest total delay comes from buffers and inverters.

The post-cts hold buffer count is 0. The standby leakage power is 64.9 nW. The power per unit of standard cell area is 13.4 mW/mm^2.

After synthesis, the design contains 10100 cells according to Yosys. The depth of the most critical reg-to-reg path is 9. For this configuration, the core starts out at a cell density of 30.2%. The power after layout is 2.85 mW. The path class of the tightest hold or removal check is register to register. The actual slew at the worst max-slew pin is 969 ps. Looking at the global route congestion table, the highest-usage layer is met2. In the final layout, the share of cells above drive strength 1 is 25.9%. IR analysis of the VDD net gives a maximum drop of 24.8 uV. Routing resource usage on met1 recorded by global route was 20.8%. The logic area is 0.0489 sq mm. The number of library cell types mapped by synthesis is 73.

Detailed-route iteration 0 reported a violation count of 6748. Dividing the synthesized area by the synthesized cell count gives 18.3 sq um. In the final timing run, aggregate negative setup slack is 0 ps. The endpoint type of the worst setup path is a register.

Sorting the synthesized cells by how often they occur yields 4384 x sky130_fd_sc_hd__edfxtp_1, 2050 x sky130_fd_sc_hd__nor3_1, 1344 x sky130_fd_sc_hd__mux4_2, 850 x sky130_fd_sc_hd__clkbuf_1, 571 x sky130_fd_sc_hd__nor4_1. Summing all placed instances gives a cell area of 0.198 sq mm. The largest total area in the synthesized netlist belongs to sky130_fd_sc_hd__edfxtp_1.

The cell area after synthesis is 0.184 sq mm. The script logs the ratio of routed vias to standard cells as 5.43. Among all stages on the critical path, the maximum delay recorded is 740 ps. The quantity of gates resized following cts is 0. The number of antenna violations at the first check in global routing is 40. The sequential area share after synthesis is 71.5%. For this run, the chip area from Yosys synthesis comes to 0.184 sq mm. Detailed placement finished with a half-perimeter wire length of 330000 um. The number of synthesis warnings is 1. The via count of the first global-routing pass was 108000. The global-route congestion overflow total is 0. The shortest period the worst path allows is 48010 ps. Hold analysis shows the worst path with a depth of 0. The floorplan step set the die width to 786 um. The post-CTS clock slew at the launch and capture registers of the worst setup and hold paths is 60 ps. Headroom to the max-slew limit came out at 35.2%.

The number of buffers added on ports is 335. The finished cells cover 0.212 sq mm. The startpoint-to-endpoint class of the critical path is input pin to register. STA lists the endpoint of the worst register-to-register path as in_data[26].

The clock passes through at most 4 buffers. The routed layout has 101000 vias. The tool warning count for the run is 49. The remaining antenna violation count after routing is 0. The global routing report lists combined usage of all routing layers as 19.4%. Of the post-synthesis cell area, the dominant cell type holds 71.4%. Prior to clock tree synthesis, the placed netlist has a worst setup slack of 125670 ps.

The worst flop-to-flop path startpoint is row_counter[0]. CTS added clock buffers totalling 439. The setup check on the worst reg-to-reg path leaves a slack of 167520 ps.

The data arrival time of the critical path is 48690 ps. Buffers added to address setup during post-CTS repair amount to 0. The chip occupies 0.618 sq mm. Setup repair after global routing left no endpoint under its margin. The TritonCTS sink count is 4393.

The placer congestion estimate is 0.881. For the worst-skew pair, the clock arrives at the later sink with an insertion delay of 1020 ps. For reference, the placement row count at floorplan is 287.

The run finished with clean final reports. Per the OpenROAD floorplan log, the area of the core is 0.612 sq mm. Registers take 0.132 sq mm.

The average routed wire per standard cell is 30.4 um. The highest-delay cell along the critical path is sky130_fd_sc_hd__buf_4. During I/O placement, the number of pins put on the boundary was 336. Entering global routing, the biggest net connects 126 pins. The clock tree skew after final layout is 57.4 ps.

The cell chosen for the clock root is sky130_fd_sc_hd__clkbuf_16. The final setup slack of the worst path is 126390 ps. The data required time reported for the critical path is 175080 ps. After synthesis, the share of flip-flops with an asynchronous set or reset is 0%. The timing report shows the most common cell along the critical path to be sky130_fd_sc_hd__buf_4. Global routing consumed, on the met3 layer, 15.7% of the routing resources.

The number of DRC violations after detailed routing is 0. Yosys attributes the largest share of cell area to sky130_fd_sc_hd__edfxtp_1 71%, sky130_fd_sc_hd__mux4_2 16%, sky130_fd_sc_hd__nor3_1 5.6%, sky130_fd_sc_hd__nor4_1 1.9%, sky130_fd_sc_hd__clkbuf_1 1.7%. The final layout report lists a filler cell count of 56500.

The count of final hold-check violations is 0. The number of maximum-capacitance violations recorded for the run is 0. Hold analysis lists the worst path endpoint as in_data[165].

The TritonCTS clock tree is built. The highest fanout seen on the critical path is 125. The final worst-path cycle share is 27.5%.

The number of synthesized flops with an enable pin is 4384. For met2 alone, demand over resource in global routing was 28.4%. The buffer-and-inverter tally for the worst setup path is 12.

The first global-routing pass estimated 804000 um of wire. Pins over their slew limit in the final report were tallied at 0. In the synthesized netlist the dominant register cell turns out to be sky130_fd_sc_hd__edfxtp_1. Synthesis produced 10100 cells.
-- worst max path at each step --
stage                 slack, ps  cells after the start             from       endpoint
after CTS                126670                     44  read_index_a[5]  array_a[1][8]
after global routing     125370                     44  read_index_a[5]  array_a[1][8]
final                    126390                     44  read_index_a[5]  array_a[1][8]
-- report_power, final --
group          switching [mW]  internal [mW]  total [mW]
Combinational           0.610         0.0987       0.709
Clock                   0.406          0.524       0.930
Sequential             0.0102           1.20        1.21
Total                    1.03           1.82        2.85
-- layout by cell type (no fill, tap or decap), drive strengths merged, types with 5 or more instances in the layout --
cell,n
clkinvlp,7
or2,5
clkdlybuf4s50,303
ha,23
edfxtp,4384
diode,35
o31ai,19
nand3,17
nand2b,8
bufinv,39
xnor2,19
clkinv,198
or3,6
nand2,48
inv,55
buf,477
nor2,34
dfxtp,9
nor3,2062
clkbuf,544
nand4,5
mux4,1344
nor4,596
and3,5
mux2,33
o21ai,78
a21oi,9
xor2,8
and2,10
-- routing by layer --
| layer | up-vias | routed length [um] |
|---|---|---|
| met4 | 49 | 28000 |
| li1 | 41900 | - |
| met1 | 51200 | 174000 |
| met5 | - | 988 |
| met3 | 994 | 104000 |
| met2 | 6471 | 256000 |
-- flip-flops by register name, indices dropped and copies added (netlist names) --
name,flops
array_a,4096
row_counter,8
in_data,288
systolic_array_done,1
-- layout make-up --
class,count,area share [%]
diodes,35,0.0414
inverters,49,0.121
well taps,8092,4.78
multi-input cells,4397,23.1
flip-flops and latches,4393,62.3
clock inverters,250,1.10
clock buffers,544,5.44
repair buffers,780,3.17
-- stage by stage --
stage	utilization (%)	hold slack [ps]	instances
finish	34.6	443	18500
floorplan	-	400	10100
global placement	32.3	430	17700
CTS	34.6	444	18500
detailed placement	32.3	431	17700
global route	34.6	446	18500
-- cell families after synthesis --
logic type	synth area share [%]
flip-flops	71.5
multiplexers	16.6
XOR/XNOR	0.136
AND-OR/OR-AND	0.554
adder cells (fa/ha/maj)	0.199
buffers and inverters	2.89
AND/OR/NAND/NOR	8.12
Power figures rest on the tool's default switching activity, not on a simulated workload.
